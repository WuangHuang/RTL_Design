## flow/config.mk

```make
export PLATFORM = sky130hd
export DESIGN_NAME = RCA
export DESIGN_NICKNAME = RCA
export VERILOG_FILES = /design/flow/design.v
export SDC_FILE = /design/flow/constraint.sdc
export NUM_CORES = 4
export LEC_CHECK = 1
export CORE_AREA = 10 10 113 113
export DIE_AREA = 0 0 123 123
```

## flow/constraint.sdc

```tcl
current_design RCA

set clk_period 83.4
set clk_io_pct 0.2

create_clock -name clk0 -period $clk_period

set non_clock_inputs [all_inputs -no_clocks]
set_input_delay [expr $clk_period * $clk_io_pct] -clock clk0 $non_clock_inputs
set_output_delay [expr $clk_period * $clk_io_pct] -clock clk0 [all_outputs]
```

## flow/design.v

```verilog
`timescale 1ns / 1ps
  module FA (InputA, InputB, CarryInput,Sum,CarryOutput);
   input   InputA,InputB,CarryInput;
   output  Sum,CarryOutput;
    assign Sum         = InputA ^ InputB ^ CarryInput;
    assign CarryOutput = (InputA & InputB) | (CarryInput & (InputA ^ InputB));
  endmodule
`timescale 1ns / 1ps
 module RCA(InputA, InputB, CarryInput, Sum, CarryOutput);
   parameter DATA_WID = 64;
    input  [DATA_WID - 1:0] InputA;
    input  [DATA_WID - 1:0] InputB;
    input                   CarryInput;
    output [DATA_WID - 1:0] Sum; 
    output                  CarryOutput;
    wire   [DATA_WID - 1:0]  Carry_TMP;
     FA RCB_HA(
       .InputA      (InputA    [0]),
       .InputB      (InputB    [0]),
       .CarryInput  (CarryInput),
       .Sum         (Sum       [0]),
       .CarryOutput (Carry_TMP [0])
       );  
     genvar i;
      generate   
        for(i = 1; i < DATA_WID; i = i + 1)
         FA RCB_FA(
          .InputA      (InputA    [i]),
          .InputB      (InputB    [i]),
          .CarryInput  (Carry_TMP [i - 1]),
          .Sum         (Sum       [i]),
          .CarryOutput (Carry_TMP [i])
         );  
        assign CarryOutput = Carry_TMP[DATA_WID - 1];
      endgenerate
endmodule
```

## flow/run.sh

```bash
#!/bin/bash
# OpenROAD 26Q1-2900-gdf79404cd8, Yosys 0.63+post, stock flow scripts
make -C /OpenROAD-flow-scripts/flow DESIGN_CONFIG=/design/flow/config.mk WORK_HOME=/design/flow/orfs finish
```

==> results.ini <==
[outcome]
run_status=complete, no violations

[synth]
synth_adder_area_share_pct=71.2
simple_gate_area_share_pct=0
yosys.area_share.xor_xnor_pct=0
synth.yosys.warnings=0
synth.logic.top_family=adder cells
yosys.stat.chipArea_um2=1800
ys_seq_share_pct=0
synth.cell_area_um2=1800
synth_cell_types=3
avgSynthCellArea_um2=13.0
synthesized_instance_count=138
post_synth_ao_oa_area_fraction_pct=0
yosys-mux-area-fraction_pct=0
synth-cells-yosys=138

[final_layout]
clock_buffer_count=0
fillCellCount=1026
final-comb-area_um2=1280
final_cell_count_no_fill=404
postLayoutCoreUtil_pct=33.2
seq_area_um2=0
design.seq.count=0
syn2layout_area_growth_pct=90.7
layout_top_cells=194 x clkdlybuf4s50_1, 64 x fa_1, 10 x inv_1
share_of_final_layout_standard_cells_stronger_than_drive_strength_1_pct=0
mostFrequentLayoutCell=clkdlybuf4s50_1

[drt]
drc=0
via_count=1440
first_iter_violations=13
ant_nets=0
detail_route.antenna_diodes=0
drtPass1Iterations=4
detail_route.wl_per_cell_um=18.4
post_drt_via_cell_ratio=3.56
postRouteWirelength_um=7420

[timing]
finalHoldViolCount=0
drv_slew=0
post-route-min-period_ns=59.70
setup-violations-final=0
worstMarginPinSlew_ns=0.138
setup_repair_after_global_routing_missed_its_margin=no
min_period_over_period_pct=71.6
hold_ws_ns=34.41
tns_ns=0
max_clock_freq_mhz=16.8
timing.slew.headroom_pct=90.8

[floorplanning]
fp_util_pct=17.4
area_of_the_core_region_um2=10300
fp.dieW_um=123
floorplan.rows=37
die_h_um=123
io_pins=194
design.die.area_um2=15100

[job]
log.warning_count=32
maxCapViolations=0

[min_path]
worst_hold_path_type=primary input to output port

[global_route]
antenna_found_initial=0
global_route_wire_length_before_repair_um=11000
grt_max_degree=2
grt_pass1_vias=1818
global_route.usage.total_pct=9.72
remaining_global_route_overflow=0

[critical_path]
slowest_stage=fa_1
critPathMaxStageDelay_ns=0.46
endpoint_kind_of_the_worst_setup_timing_path=output port
crit_arrival_ns=43.02
critPathRequiredTime_ns=66.72
critical_path_fanout_max=1
worstSetupPathType=primary input to output port
critPathLaunchType=primary input
worst_path_most_repeated_cell=fa_1

[clocking]
cts_resized=0
hold_buffers=0
cts_setup_buffers=0

[power]
ir_drop_worst_vdd_mv=0.00383
pwr_density_cell_nw_per_um2=7.67
totalPowerFinal_w=0.0000263
power.static_leakage_nw=1.28

[placed_design]
port_buffers=194
globalplace.congestion=0.906
dp.cells=404
detailed_place_hpwl_um=7290

==> worst max-delay path, delay by kind of cell <==
family / cells / cell delay, ns
fa+ha+maj: 64 / 25.13
buf+inv: 6 / 1.15
==> report_power, final <==
group	switching, W	internal, W	total, W
Combinational	0.00000712	0.0000192	0.0000263
Sequential	0	0	0
Clock	0	0	0
Total	0.00000712	0.0000192	0.0000263
==> worst paths after layout <==
path,from,end,slack [ns],depth (start not counted)
setup / recovery,InputA[0],Sum[63],23.70,70
hold / removal,InputB[63],Sum[63],34.41,5
==> per-layer routing <==
metal / track usage (%) / vias to the layer above / part of all wire (%)
li1: - / 600 / -
met1: 11.1 / 660 / 34
met2: 13.6 / 180 / 36
met3: 9.76 / 0 / 30
met4: 0 / 0 / 0
met5: 0 / - / 0
==> through the flow <==
stage | setup slack [ns] | area, µm²
2_1_floorplan | 25.59 | 1800
3_3_place_gp | 23.66 | 3430
3_5_place_dp | 23.56 | 3430
4_1_cts | 23.55 | 3430
5_1_grt | 22.75 | 3430
6_report | 23.70 | 3430
==> cell type report <==
class	count	area share [%]
multi-input cells	64	37.3
inverters	10	1.09
well taps	136	4.96
repair buffers	194	56.6
==> Yosys cell counts (all sizes together) <==
master / n / area [µm²]
buf: 64 / 480
inv: 10 / 37.5
fa: 64 / 1280
==> cell families after synthesis <==
kind of cell | Yosys count
buffers and inverters | 74
adders and majority gates | 64
