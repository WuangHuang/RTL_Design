## run.sh

```bash
#!/bin/bash
# OpenROAD 26Q1-2900-gdf79404cd8, Yosys 0.63+post, stock flow scripts
make -C /OpenROAD-flow-scripts/flow DESIGN_CONFIG=/design/flow/config.mk WORK_HOME=/design/flow/orfs finish
```

## config.mk

```make
export PLATFORM = sky130hd
export DESIGN_NAME = UART_Top
export DESIGN_NICKNAME = UART_Top
export VERILOG_FILES = /design/flow/design.v
export SDC_FILE = /design/flow/constraint.sdc
export NUM_CORES = 4
export LEC_CHECK = 1
export CORE_UTILIZATION = 30
```

## constraint.sdc

```tcl
current_design UART_Top

set clk_period 5.7
set clk_io_pct 0.2

create_clock -name clk0 -period $clk_period [get_ports {internal_clock}]

set non_clock_inputs [all_inputs -no_clocks]
set_input_delay [expr $clk_period * $clk_io_pct] -clock clk0 $non_clock_inputs
set_output_delay [expr $clk_period * $clk_io_pct] -clock clk0 [all_outputs]
```

## design.v

```verilog
module UART_Baud_Rate(
 input wire [2:0] baud_rate_select,
 output reg [17:0] CLK_PERS_BIT
 );
 always @(*)
    begin
     case (baud_rate_select)
       3'b000:	CLK_PERS_BIT = 18'b101000101100001011;  
       3'b001:	CLK_PERS_BIT = 18'b1010001011000011;  
       3'b010:	CLK_PERS_BIT = 18'b101000101100001;  
       3'b011:	CLK_PERS_BIT = 18'b10100010110001;  
       3'b100:	CLK_PERS_BIT = 18'b1010001011000;  
       3'b101:	CLK_PERS_BIT = 18'b101000101100;  
       3'b110:	CLK_PERS_BIT = 18'b10100010110;  
       3'b111:	CLK_PERS_BIT = 18'b110110010;  
       default: CLK_PERS_BIT = 18'b110110010;  
      endcase
    end	
endmodule
module UART_Receiver(
    input wire internal_clock,
    input wire RX_Enable,
    input wire RX_Data,
    input wire [17:0] CLK_PERS_BIT,
    output reg [7:0] Rx_Byte
);
  parameter s_IDLE         = 3'b000;
  parameter s_RX_START_BIT = 3'b001;
  parameter s_RX_DATA_BIT  = 3'b010;
  parameter s_RX_STOP_BIT  = 3'b011;
  parameter s_CLEANUP      = 3'b100;
  reg [7:0] buffer = 8'bxxxxxxxx;
  reg [2:0] Receiver_State = s_IDLE;
  reg [17:0] clock_counter = 0;
  reg [2:0] Receiver_Index_Bit = 3'b000;
  always @(posedge internal_clock) begin
    case (Receiver_State)
      s_IDLE: begin
        clock_counter <= 0;
        Receiver_Index_Bit <= 0;
        if (RX_Enable == 1'b0 && RX_Data == 1'b0)  
          Receiver_State <= s_RX_START_BIT;
        else
          Receiver_State <= s_IDLE;
      end
      s_RX_START_BIT: begin 
        if (clock_counter < (CLK_PERS_BIT - 1) / 2) begin
         clock_counter <= clock_counter + 1; 
        end else begin 
          if (RX_Data == 1'b0) begin
            clock_counter <= 0;
            Receiver_Index_Bit <= 0;
            Receiver_State <= s_RX_DATA_BIT;
          end else begin
            Receiver_State <= s_IDLE;
          end
        end
      end
      s_RX_DATA_BIT: begin
        if (clock_counter < CLK_PERS_BIT - 1) begin
          clock_counter <= clock_counter + 1;
        end else begin
          clock_counter <= 0;
          buffer[Receiver_Index_Bit] <= RX_Data;
          if (Receiver_Index_Bit < 7) begin
            Receiver_Index_Bit <= Receiver_Index_Bit + 1;
          end else begin	
            Receiver_Index_Bit <= 0;
            Receiver_State <= s_RX_STOP_BIT;
          end
        end
      end
      s_RX_STOP_BIT: begin
        if (clock_counter < (CLK_PERS_BIT - 1) / 2) begin
          clock_counter <= clock_counter + 1;
        end else begin
          Rx_Byte = buffer;
          clock_counter <= 0;
          Receiver_Index_Bit <= 0;
          Receiver_State <= s_CLEANUP;
        end
      end
      s_CLEANUP: begin
        Receiver_State <= s_IDLE;
        Rx_Byte = 8'bx;	
        buffer <= 8'bx;
      end
      default: Receiver_State <= s_IDLE;
    endcase
  end
endmodule
module UART_Top(
  input wire internal_clock,
  input wire [2:0] baud_rate_select,
  input wire [7:0] Tx_Byte,
  input wire Tx_Enable,
  output wire Tx_Serial,
  output wire Tx_Done,
  output wire Tx_Active,
  input wire RX_Enable,
  input wire RX_Data,
  output wire [7:0] Rx_Byte
  );
  wire [17:0] CLK_PERS_BIT;
  UART_Baud_Rate uut_baud_rate(
  .baud_rate_select(baud_rate_select),
  .CLK_PERS_BIT(CLK_PERS_BIT)
  );
  UART_Transmitter uut_tx (
    .Tx_Byte(Tx_Byte),
    .Tx_Enable(Tx_Enable),
    .CLK_PERS_BIT(CLK_PERS_BIT),
    .internal_clock(internal_clock),
    .Tx_Serial(Tx_Serial),
    .Tx_Done(Tx_Done),
    .Tx_Active(Tx_Active)
  );
  UART_Receiver uut_rx (
    .internal_clock(internal_clock),
    .CLK_PERS_BIT(CLK_PERS_BIT),
    .RX_Enable(RX_Enable),
    .RX_Data(RX_Data),
    .Rx_Byte(Rx_Byte)
  );
endmodule
module UART_Transmitter(
  input [7:0] Tx_Byte,
  input Tx_Enable,
  input internal_clock, 
  input wire [17:0] CLK_PERS_BIT,
  output reg Tx_Serial,
  output reg Tx_Done,
  output reg Tx_Active
);
  parameter s_IDLE         = 3'b000;
  parameter s_TX_START_BIT = 3'b001;
  parameter s_TX_DATA_BIT  = 3'b010;
  parameter s_TX_STOP_BIT  = 3'b011;
  parameter s_CLEANUP      = 3'b100;
  reg [2:0] Index_Bit;
  reg [2:0] Tx_State = s_IDLE;
  reg [7:0] Tx_Data;
  reg [17:0] clock_counter = 0;
  always @(posedge internal_clock) begin
    case (Tx_State)
      s_IDLE: begin
        clock_counter <= 0;
        Tx_Serial <= 1;
        Tx_Done   <= 0;
        Index_Bit <= 0;
        if (Tx_Enable == 1'b0) begin
          Tx_Active <= 1;
          Tx_Data <= Tx_Byte;
          Tx_State <= s_TX_START_BIT;
        end else
          Tx_State <= s_IDLE;
      end
      s_TX_START_BIT: begin 
        Tx_Serial <= 0; 
        if (clock_counter < CLK_PERS_BIT - 1) begin
          clock_counter <= clock_counter + 1; 
          Tx_State <= s_TX_START_BIT;
        end else begin 
          clock_counter <= 0;
          Tx_State <= s_TX_DATA_BIT;
        end 
      end
      s_TX_DATA_BIT: begin
        Tx_Serial <= Tx_Data[Index_Bit];
        if (clock_counter < (CLK_PERS_BIT - 1)) begin
          clock_counter <= clock_counter + 1;
          Tx_State <= s_TX_DATA_BIT;
        end else begin
          clock_counter <= 0;
          if (Index_Bit < 7) begin
            Index_Bit <= Index_Bit + 1;
            Tx_State <= s_TX_DATA_BIT;
          end else begin	
            Index_Bit <= 0;
            Tx_State <= s_TX_STOP_BIT;
          end
        end
      end
      s_TX_STOP_BIT: begin
        Tx_Serial <= 1; 
        if (clock_counter < CLK_PERS_BIT - 1) begin
          clock_counter <= clock_counter + 1;
          Tx_State <= s_TX_STOP_BIT;
        end else begin
          clock_counter <= 0;
          Tx_State <= s_CLEANUP;
        end
      end
      s_CLEANUP: begin
        Tx_State <= s_IDLE;
        Tx_Done <= 1'b1;
        Tx_Active <= 0;
      end
      default: Tx_State <= s_IDLE;
    endcase
  end
endmodule
```

==> impl_metrics.yaml <==
# synthesis and place-and-route metrics
final_timing:
  finalHoldViolCount: 0
  period_used_pct: 83.6
  fin_tns_setup_ns: 0
  fin_crit_ns: 4.76
  slew_viol_final: 0
  max_freq_mhz: 210
  rsz0062_at_grt: "no"
  fin_worst_skew_ns: 0.00849
  relSlewSlack_pct: 46.2
  setup_viol: 0
  tightest_slew_ns: 0.806
route:
  antennaDiodeCount: 0
  wl_per_cell_um: 13.6
  dr.pass1.iters: 6
  viasPerCell: 4.96
  drt_iter0_markers: 193
  dr_total_vias: 3662
  drtAntennaViolNets: 0
  drc: 0
  wl_um: 10100
global_routing:
  grt_first_pass_wirelength_um: 17300
  grt_pass1_vias: 3507
  met3_usage_pct: 2.87
  grt_util_met1_pct: 20.3
  use_met2_pct: 19.0
  grt-busiest-layer: "met1"
  grt_start_max_net_pins: 23
  antenna_found_initial: 0
  grt_usage_pct: 12.8
  overflow: 0
logic_synthesis:
  ys.flop_type: "edfxtp_1"
  yosysTopAreaCell: "edfxtp_1"
  synth-edff-count: 72
  ys_chip_area_um2: 5010
  yosysCellCount: 480
  synthCells: 480
  synth_area_um2: 5010
  top_cell_area_share_pct: 43.1
  synthArstFlopShare_pct: 0
  ys_types: 55
  synth_seq_share_pct: 44.3
  yosys_warnings: 3
  synthTopCellsByCount: "72 x edfxtp_1, 72 x nor2_1, 62 x ha_1"
  synth.avg_cell_area_um2: 10.4
  synth-seq-cells: 75
  ys_top_cells_by_area: "edfxtp_1 43%, ha_1 15%, nor2_1 5.4%"
placed_design:
  dpl_cell_area_um2: 5560
  finalWeightedCongestion: 0.914
  io_buffer_count: 25
  hpwl_um: 7520
  dp.cells: 722
power_and_ir_drop:
  p_seq_share_pct: 40.8
  p_per_area_nw_per_um2: 511
  vdd_drop_max_v: 0.000196
  p_clk_share_pct: 17.9
  comb_power_share_pct: 41.2
  switchingPower_mw: 1.20
  power_leakage_nw: 2.26
  p_int_mw: 1.78
  swShare_pct: 40.1
critical_path:
  crit_type: "primary input to register"
  critical_path.endpoint_type: "register"
  cp_data_arrival_time_ns: 4.75
  crit_fanout: 10
  critPathLaunchType: "primary input"
  worstPathRequired_ns: 5.69
job:
  drv_cap: 0
  tool_warnings: 34
clock_tree:
  htreeDepth: 3
  cts_tree: "done"
  clock_path_buffers: 2
  holdBufCountCts: 0
  cts_buffers: 9
  clock_sinks: 75
  postCtsSetupRepairBufs: 0
  cts_root_buf: "clkbuf_16"
  clkLatencyLatePin_ns: 0.34
  cts_resized: 0
  clkTransAtPathRegs_ns: 0.06
floorplanning:
  core_area_um2: 16100
  die-height_um: 131
  rows: 46
  die-area_um2: 17200
  initCoreUtil_pct: 31.1
  fp.dieW_um: 131
  io-pin-count: 26
hold_path:
  hold_class: "register to register"
final_layout:
  synthToLayoutAreaGrowth_pct: 16.4
  final_cells: 738
  final_cell_area_um2: 5840
  drive_above_1_share_pct: 6.32
outcome:
  status: "finished clean"
power groups by stage:
stage	clock [mW]	sequential (mW)	combinational, mW
4_1_cts	0.549	1.22	1.24
5_1_grt	0.574	1.26	1.41
6_report	0.535	1.22	1.23
logic make-up after synthesis:
| kind of cell | Yosys count | synth area share [%] |
|---|---|---|
| compound gates | 79 | 11.5 |
| xor+xnor | 41 | 7.16 |
| fa+ha+maj | 62 | 15.5 |
| buf+inv | 29 | 2.35 |
| flops | 75 | 44.3 |
| mux | 6 | 1.75 |
| other cells | 1 | 0.0748 |
| simple gates | 187 | 17.4 |
path summary, 6_finish.rpt:
kind / from / end / slack [ns] / cells past startpoint
setup reg to reg: uut_rx.clock_counter[4] / uut_rx.clock_counter[3] / 2.87 / 8
hold / removal: uut_rx.buffer[2] / uut_rx.Rx_Byte[2] / 0.45 / 0
setup / recovery: baud_rate_select[1] / uut_rx.Receiver_Index_Bit[1] / 0.94 / 13
hold reg to reg: uut_rx.buffer[2] / uut_rx.Rx_Byte[2] / 0.45 / 0
flip-flops by register name (all words and copies together), names as in the netlist:
signal / flops
uut_rx.Receiver_Index_Bit: 3
uut_rx.Receiver_State: 3
uut_rx.Rx_Byte: 8
uut_rx.buffer: 8
uut_rx.clock_counter: 18
uut_tx.Index_Bit: 3
uut_tx.Tx_Active: 1
uut_tx.Tx_Data: 8
uut_tx.Tx_Done: 1
uut_tx.Tx_Serial: 1
uut_tx.Tx_State: 3
uut_tx.clock_counter: 18
stage by stage:
step | util [%] | power, mW | setup slack (ns) | hold slack (ns)
CTS | 36.2 | 3.00 | 0.988 | 0.453
global route | 36.2 | 3.25 | 0.646 | 0.465
finish | 36.2 | 2.98 | 0.936 | 0.449
global placement | 34.5 | 2.40 | 0.728 | 0.438
detailed placement | 34.5 | 2.46 | 0.635 | 0.438
floorplan | - | 2.08 | 1.09 | 0.420
critical path: stages:
cell and delay, ns:
clkdlybuf4s50_1 0.67, inv_1 0.17, ha_1 0.34, nor2b_1 0.25, nor2b_1 0.21, xnor2_1 0.08
a21oi_1 0.33, ha_1 0.25, o2111a_1 0.19, o211ai_1 0.15, a2111oi_0 0.46, o22ai_1 0.12
a21boi_0 0.39
layer usage:
| metal | part of all wire, % | vias up |
|---|---|---|
| met2 | 44 | 80 |
| li1 | - | 1856 |
| met1 | 50 | 1713 |
| met4 | 1.7 | 0 |
| met3 | 4.6 | 13 |
| met5 | 0 | - |
cell type report:
cell class	count	area, um2
sequential	75	2220
tap	216	270
clock inverter	7	57.6
inverter	21	78.8
multi-input combinational	378	2680
timing repair buffer	32	303
fill	1577	10300
clock buffer	9	225
placed cells by master (no fill, tap or decap), drive strengths merged, types with 3 or more instances in the layout:
master	Yosys	final
xor2	24	24
ha	62	62
o31a	3	3
o21a	4	4
nand4	13	13
o31ai	4	4
clkbuf	3	9
a21oi	14	14
inv	21	25
edfxtp	72	72
or3	4	4
clkdlybuf4s50	0	25
nor4	5	5
xnor2	17	17
a211oi	5	5
a211o	3	3
and2	5	5
conb	1	3
nor3	8	8
nor2	72	72
o21ai	19	19
nand3	24	24
dfxtp	3	3
a2111oi	5	5
and3	9	9
nand2b	3	3
nor2b	6	6
a21o	5	5
buf	5	7
nand2	34	34
a21boi	3	3
Power figures rest on the tool's default switching activity, not on a simulated workload.
